==> design.v <==
module l1_cache(
    input  logic         clk,
    input  logic         reset_n,
    input  logic [31:0]  cpu_addr,
    inout  logic [31:0]  cpu_data,
    input  logic         cpu_ce,
    input  logic         cpu_rw,
    input  logic         cpu_bw,
    output logic         cpu_ack,
    output logic         cpu_hit,
    output logic [31:0]  mem_addr,
    inout  logic [31:0]  mem_data,
    output logic         mem_ce,
    output logic         mem_rw,
    input  logic         mem_ack
);
    localparam LINES = 8;
    localparam WORDS_PER_LINE = 8;
    logic [31:0] cache_data [0:LINES-1][0:WORDS_PER_LINE-1];
    logic [23:0] cache_tag  [0:LINES-1];
    logic        cache_valid[0:LINES-1];
    logic [2:0]  index;
    logic [4:0]  offset;
    logic [23:0] tag;
    logic [31:0] read_data;
    logic        hit;
    integer      i;
    typedef enum logic [1:0] {S_IDLE, S_FILL, S_WRITE} state_t;
    state_t state, next_state;
    logic [2:0] fill_idx;  
    logic [2:0] target_word;  
    logic [31:0] block_base_addr;
    logic fill_first_word_seen;
    logic write_pending;
    logic [31:0] write_data_reg;
    logic mem_drive;
    logic [31:0] mem_data_out;
    assign mem_data = mem_drive ? mem_data_out : 32'bz;
    logic cpu_drive;
    assign cpu_data = cpu_drive ? read_data : 32'bz;
    assign offset = cpu_addr[4:0];
    assign index  = cpu_addr[7:5];
    assign tag    = cpu_addr[31:8];
    assign cpu_hit = hit;
    always_comb begin
        block_base_addr = {cpu_addr[31:5], 5'b0};
    end
    always_ff @(posedge clk or negedge reset_n) begin
        if (!reset_n) begin
            for (i = 0; i < LINES; i=i+1) begin
                cache_valid[i] <= 1'b0;
                cache_tag[i] <= 24'b0;
                for (int j=0; j<WORDS_PER_LINE; j=j+1) cache_data[i][j] <= 32'b0;
            end
            cpu_ack <= 1'b0;
            hit <= 1'b0;
            state <= S_IDLE;
            fill_idx <= 3'b0;
            target_word <= 3'b0;
            fill_first_word_seen <= 1'b0;
            write_pending <= 1'b0;
            mem_drive <= 1'b0;
            mem_data_out <= 32'b0;
            mem_ce <= 1'b0;
            mem_rw <= 1'b1;
            mem_addr <= 32'b0;
            read_data <= 32'b0;
        end else begin
            cpu_ack <= 1'b0;
            cpu_drive <= 1'b0;
            case (state)
                S_IDLE: begin
                    mem_ce <= 1'b0;
                    mem_drive <= 1'b0;
                    mem_data_out <= 32'b0;
                    if (cpu_ce) begin
                        if (cache_valid[index] && cache_tag[index] == tag) begin
                            hit <= 1'b1;
                            read_data <= cache_data[index][ offset[4:2] ];
                            cpu_ack <= 1'b1;
                            cpu_drive <= 1'b1;
                            if (!cpu_rw) begin
                                write_data_reg <= cpu_data;
                                cache_data[index][ offset[4:2] ] <= cpu_data;
                                mem_ce <= 1'b1;
                                mem_rw <= 1'b0;  
                                mem_addr <= cpu_addr;
                                mem_data_out <= cpu_data;
                                mem_drive <= 1'b1;
                                state <= S_WRITE;
                                write_pending <= 1'b1;
                            end
                        end else begin
                            hit <= 1'b0;
                            target_word <= offset[4:2];
                            fill_idx <= 3'b0;
                            fill_first_word_seen <= 1'b0;
                            if (!cpu_rw) begin
                                write_data_reg <= cpu_data;
                                write_pending <= 1'b1;
                            end else begin
                                write_pending <= 1'b0;
                            end
                            mem_ce <= 1'b1;
                            mem_rw <= 1'b1;  
                            mem_addr <= block_base_addr + ({{29{1'b0}}, fill_idx} << 2);
                            state <= S_FILL;
                        end
                    end
                end
                S_FILL: begin
                    mem_ce <= 1'b1;
                    mem_rw <= 1'b1;
                    mem_addr <= block_base_addr + ({{29{1'b0}}, fill_idx} << 2);
                    if (mem_ack) begin
                        cache_data[index][fill_idx] <= mem_data;
                        if (fill_idx == target_word && !fill_first_word_seen) begin
                            if (write_pending) begin
                                cache_data[index][fill_idx] <= write_data_reg;
                                read_data <= write_data_reg;
                                cpu_ack <= 1'b1;
                                cpu_drive <= 1'b0;  
                            end else begin
                                read_data <= mem_data;
                                cpu_ack <= 1'b1;
                                cpu_drive <= 1'b1;
                            end
                            fill_first_word_seen <= 1'b1;
                        end
                        if (fill_idx == WORDS_PER_LINE-1) begin
                            cache_tag[index] <= tag;
                            cache_valid[index] <= 1'b1;
                            mem_ce <= 1'b0;
                            state <= S_IDLE;
                            if (write_pending) begin
                                mem_ce <= 1'b1;
                                mem_rw <= 1'b0;
                                mem_addr <= block_base_addr + ({{29{1'b0}}, target_word} << 2);
                                mem_data_out <= cache_data[index][target_word];
                                mem_drive <= 1'b1;
                                state <= S_WRITE;
                            end
                        end else begin
                            fill_idx <= fill_idx + 1;
                            mem_addr <= block_base_addr + ({{29{1'b0}}, (fill_idx+1)} << 2);
                        end
                    end
                end
                S_WRITE: begin
                    mem_ce <= 1'b1;
                    mem_rw <= 1'b0;
                    if (mem_ack) begin
                        mem_ce <= 1'b0;
                        mem_drive <= 1'b0;
                        mem_data_out <= 32'b0;
                        write_pending <= 1'b0;
                        cpu_ack <= 1'b1;  
                        state <= S_IDLE;
                    end
                end
            endcase
        end
    end
endmodule
==> run.sh <==
#!/bin/bash
# OpenROAD 26Q1-2900-gdf79404cd8, Yosys 0.63+post, stock flow scripts
make -C /OpenROAD-flow-scripts/flow DESIGN_CONFIG=/design/flow/config.mk WORK_HOME=/design/flow/orfs finish
==> config.mk <==
export PLATFORM = sky130hd
export DESIGN_NAME = l1_cache
export DESIGN_NICKNAME = l1_cache
export VERILOG_FILES = /design/flow/design.v
export SDC_FILE = /design/flow/constraint.sdc
export NUM_CORES = 4
export LEC_CHECK = 1
export CORE_UTILIZATION = 40
==> constraint.sdc <==
current_design l1_cache

set clk_period 83.9
set clk_io_pct 0.2

create_clock -name clk0 -period $clk_period [get_ports {clk}]

set non_clock_inputs [all_inputs -no_clocks]
set_input_delay [expr $clk_period * $clk_io_pct] -clock clk0 $non_clock_inputs
set_output_delay [expr $clk_period * $clk_io_pct] -clock clk0 [all_outputs]
==> results.env <==
AVGSYNTHCELLAREA_UM2=9.79
POSTSYNTH.TOPFLOPCELL='sky130_fd_sc_hd__dfrtp_1'
CELL_TYPES_OCCUPYING_THE_MOST_AREA_AFTER_SYNTHESIS='sky130_fd_sc_hd__dfrtp_1, sky130_fd_sc_hd__o2bb2ai_1, sky130_fd_sc_hd__a22oi_1, sky130_fd_sc_hd__a21oi_1, sky130_fd_sc_hd__clkbuf_1'
COMMON_CELLS='sky130_fd_sc_hd__dfrtp_1, sky130_fd_sc_hd__a21oi_1, sky130_fd_sc_hd__o2bb2ai_1, sky130_fd_sc_hd__clkbuf_1, sky130_fd_sc_hd__a22oi_1'
SYNTH.YOSYS.NUM_CELLS=13204
ASYNC_FLOP_SHARE_PCT=98.7
DPL_WORST_SLACK_NS=60.43
ENABLE_FLOP_CELLS=32
SYNTHDISTINCTLIBCELLS=82
CTS_SINKS=2391
NETLIST.AREA_LEADER.SHARE_PCT=45.6
H-TREE-DEPTH=5
FP-UTILIZATION_PCT=40.2
PLACE.DETAILED.HPWL_MM=823
SYNTH_AREA_UM2=129000
GPL.FINAL_WEIGHTED_CONGESTION=1.23
CTS.PATH.MAX_BUFFERS=4
RUN_STATUS='did not finish'
PLACED_CELL_AREA_UM2=140000
SYNTH.MOST_COMMON_CELL='sky130_fd_sc_hd__dfrtp_1'
RUN.STOP_ERROR='[error] [KeplerFormal.cpp:679] Workflow failed: Iso has multiple drivers: .cpu_data0, cpu_data[0]$_DFFE_PN0P_.Q0'
CTS_REPAIR_RESIZE_COUNT=0
DIE_Y_UM=571
CELL_TYPE_WITH_THE_HIGHEST_AGGREGATE_AREA_IN_THE_NETLIST='sky130_fd_sc_hd__dfrtp_1'
FP-ROW-COUNT=208
PLACED_CELLS=16925
TOTAL_CTS_BUFFERS=288
YS_CHIP_AREA_UM2=129000
CTS_SETUP_BUFFERS=0
SYNTH_WARNINGS=6
DIE.SIZE.X_UM=571
OUTCOME.STOP_STAGE='clock tree synthesis'
NETLIST_INSTANCES=13204
PORT_BUFFERS=72
CLOCK_TREE.ROOT_CELL='sky130_fd_sc_hd__clkbuf_16'
HOLDBUFCOUNTCTS=0
FLOORPLAN.IO_PINS=138
YS_SEQ_ELEMENTS=2391
SYNTH_SEQUENTIAL_AREA_RATIO_PCT=46.4
[logic make-up after synthesis]
logic type,Yosys count,synth area share [%]
adder cells (fa/ha/maj),7,0.0677
buffers and inverters,1767,5.45
multiplexers,346,2.98
flip-flops,2391,46.4
XOR/XNOR,36,0.244
AND-OR/OR-AND,6699,37.9
AND/OR/NAND/NOR,1958,6.99
